==> design.v <==
module dmem(input logic clk, we,
            input  logic [31:0] a, wd,
            output logic [31:0] rd);
    logic [31:0] mem[0:255];
    always_ff @(posedge clk)
        if (we) mem[a[9:2]] <= wd;
    assign rd = mem[a[9:2]];
endmodule
==> run.sh <==
#!/bin/bash
# OpenROAD 26Q1-2900-gdf79404cd8, Yosys 0.63+post, stock flow scripts
make -C /OpenROAD-flow-scripts/flow DESIGN_CONFIG=/design/flow/config.mk WORK_HOME=/design/flow/orfs finish
==> config.mk <==
export PLATFORM = sky130hd
export DESIGN_NAME = dmem
export DESIGN_NICKNAME = dmem
export VERILOG_FILES = /design/flow/design.v
export SDC_FILE = /design/flow/constraint.sdc
export NUM_CORES = 4
export LEC_CHECK = 1
export CORE_UTILIZATION = 30
export SYNTH_MEMORY_MAX_BITS = 65536
==> constraint.sdc <==
current_design dmem

set clk_period 42.1
set clk_io_pct 0.2

create_clock -name clk0 -period $clk_period [get_ports {clk}]

set non_clock_inputs [all_inputs -no_clocks]
set_input_delay [expr $clk_period * $clk_io_pct] -clock clk0 $non_clock_inputs
set_output_delay [expr $clk_period * $clk_io_pct] -clock clk0 [all_outputs]
==> impl_metrics.yaml <==
# flow metrics
setup_path:
  crit_top_cell: "buf_4"
  critPathLaunch: "a[3]"
  cp_max_fo: 81
  max_stage_delay_ps: 1250
  cp-start-kind: "primary input"
  crit_required_ps: 33680
  crit_chain: "buf_16, buf_4, buf_4, buf_4, buf_4, buf_4, buf_4, mux4_2, a22oi_1, a21oi_1, o41ai_2, buf_4, nand4_1, clkdlybuf4s50_1"
  crit_type: "primary input to output pin"
  worstPathArrival_ps: 16460
  cp_slowest_cell: "o41ai_2"
  critPathCaptureType: "output pin"
pwr:
  p_leak_nw: 106.8
  ir_drop_mv: 0.04369
  seqPwrFrac_pct: 54.3
  p_comb_share_pct: 4.8
  p_switching_mw: 3.557
  pwr-share-clk_pct: 40.9
  powerDensity_nw_per_um2: 46.39
  p_sw_share_pct: 21.47
  p_int_mw: 13.01
clock_tree:
  cts_sinks: 8192
  clock_path_buffers: 4
  clk_pin_slew_ps: 60
  numCtsBuffers: 806
  postCtsSetupBuffers: 0
  clk_root_buffer_cell: "clkbuf_16"
  cts_resized: 0
  cts_hold_buf: 0
  cts_tree: "built"
  htreeDepth: 6
outcome:
  status: "finished, final reports clean"
synthesis:
  ys_sh_aoi_pct: 3.688
  topCombFamilyByArea: "multiplexers"
  ys.flops: 8192
  ys_sh_xor_pct: 0
  ys_area_um2: 308400
  ys_sh_adder_pct: 0
  syn_area_um2: 308400
  ys_seq_share_pct: 79.77
  simple_gate_area_share_pct: 0.4897
  largest_area_cell: "edfxtp_1"
  yosys_warnings: 1
  synth.avg_cell_area_um2: 23.62
  synth.distinct_cells: 21
  mux_area_share_pct: 14.96
  synthCells: 13055
  top_cells_by_area: "edfxtp_1 80%, mux4_2 15%, a22oi_1 2.5%, a21oi_1 0.83%, clkbuf_1 0.61%"
  ys_cells: 13055
  top_cell_area_share_pct: 79.77
final_layout:
  syn2layout_area_growth_pct: 15.81
  fillers: 92474
  drive_gt1_share_pct: 29.55
  finalCoreUtilization_pct: 34.83
  fin_cells: 28323
  lay_top_count: "edfxtp_1"
  final_cell_mix: "8192 x edfxtp_1, 2048 x mux4_2, 1024 x a22oi_1"
  largest_register_ffs: 8192
  final_area_um2: 357100
routing:
  wl_per_cell_um: 28.99
  drt_wl_total_mm: 821.1
  vias: 143661
  viasPerCell: 5.072
  drc_errors: 0
  drt_iter0_drc: 9541
  drtAntennaViolNets: 0
  first_pass_iters: 6
timing:
  worst_pin_slew_ps: 1373
  fmax_mhz: 40.19
  layout_setup_ws_ps: 17220
  final-max-slew-violation-count: 0
  finalHoldViolations: 0
  setup_viol: 0
  min_period_ps: 24880
  relSlewSlack_pct: 7.461
  period_used_pct: 59.11
  rsz0062_at_grt: "no"
  fin_setup_tns_ps: 0
placed_design:
  portBuffers: 73
  gp_congestion: 0.8831
  place_inst: 26810
  dpl_cell_area_um2: 332200
  hpwl_mm: 459.4
  pre_cts_ws_ps: 17220
die:
  core_area_um2: 1025000
  fp_util_pct: 30.07
  die_h_mm: 1.016
  die_width_mm: 1.016
  rows: 372
  io_pins: 98
  chip_area_um2: 1032000
hold_path:
  min_path_type: "primary input to register"
  min_from: "wd[4]"
  holdPathStages: 1
  holdPathEnd: "mem[211][4]"
job:
  cap_violations: 0
  warnings: 50
global_route:
  antenna_found_initial: 44
  grt_pass1_vias: 161013
  grt_start_max_net_pins: 95
  grt_usage_pct: 16.97
  grt_pass1_wl_mm: 1161
  overflow: 0
==> through the flow <==
stage | hold slack [ps] | total power [mW]
2_1_floorplan | 8519 | 9.544
5_1_grt | 7569 | 17.03
3_5_place_dp | 8772 | 9.963
4_1_cts | 7517 | 16.69
3_3_place_gp | 8760 | 9.953
6_report | 7594 | 16.56
==> per-layer routing <==
| metal | up-vias | track usage (%) | share of wire, % |
|---|---|---|---|
| met1 | 73322 | 16.43 | 29 |
| li1 | 58777 | - | - |
| met5 | - | 0.6803 | 0.098 |
| met2 | 10103 | 25.25 | 47 |
| met4 | 26 | 7.109 | 5.4 |
| met3 | 1433 | 14.85 | 19 |
==> cells by family after synthesis <==
kind of cell,after synthesis
muxes,2048
and+or+nand+nor,354
buffers and inverters,797
DFF,8192
AOI/OAI and AO/OA,1664
==> cell usage after synthesis, drive strengths merged <==
| master | number |
|---|---|
| mux4 | 2048 |
| edfxtp | 8192 |
| or3 | 1 |
| o41ai | 128 |
| and2 | 3 |
| or2 | 2 |
| nand2 | 28 |
| nand3 | 13 |
| nor3 | 30 |
| buf | 298 |
| nor2b | 7 |
| nor2 | 232 |
| inv | 1 |
| a21oi | 512 |
| nand2b | 6 |
| a22oi | 1024 |
| nand4 | 32 |
| clkbuf | 498 |
==> final cells by class <==
cell class / count / area (µm²) / share of cell area, %
Clock inverter: 427 / 3601 / 1.008
Antenna cell: 47 / 117.6 / 0.03293
Tap cell: 13651 / 17080 / 4.783
Timing Repair Buffer: 900 / 7335 / 2.054
Clock buffer: 1039 / 21170 / 5.929
Inverter: 1 / 3.754 / 0.001051
Sequential cell: 8192 / 246000 / 68.89
Multi-Input combinational cell: 4066 / 61800 / 17.31
==> how the worst max path moves through the flow <==
stage            to  slack (ps)  cells past startpoint
CTS           rd[0]       17220                     14
global route  rd[0]       16880                     14
finish        rd[0]       17220                     14
==> worst max-delay path: cells and delay by family <==
kind	cells	cell delay [ps]
compound gates	3	1680
buf+inv	9	4920
mux	1	410
simple gates	1	730
==> power by group through the flow <==
stage | Combinational [mW] | Clock (mW) | Sequential [mW]
CTS | 0.799 | 6.89 | 8.99
global route | 0.843 | 7.20 | 8.99
finish | 0.789 | 6.78 | 8.99
Power is estimated from default activity; no workload was simulated.
