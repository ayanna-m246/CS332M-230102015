$ cat /design/flow/constraint.sdc
current_design link_top

set clk_period 2.8
set clk_io_pct 0.2

create_clock -name clk0 -period $clk_period [get_ports {clk}]

set non_clock_inputs [all_inputs -no_clocks]
set_input_delay [expr $clk_period * $clk_io_pct] -clock clk0 $non_clock_inputs
set_output_delay [expr $clk_period * $clk_io_pct] -clock clk0 [all_outputs]
$ cat /design/flow/run.sh
#!/bin/bash
# OpenROAD 26Q1-2900-gdf79404cd8, Yosys 0.63+post, stock flow scripts
make -C /OpenROAD-flow-scripts/flow DESIGN_CONFIG=/design/flow/config.mk WORK_HOME=/design/flow/orfs finish
$ cat /design/flow/config.mk
export PLATFORM = sky130hd
export DESIGN_NAME = link_top
export DESIGN_NICKNAME = link_top
export VERILOG_FILES = /design/flow/design.v
export SDC_FILE = /design/flow/constraint.sdc
export NUM_CORES = 4
export LEC_CHECK = 1
export CORE_AREA = 10 10 83 83
export DIE_AREA = 0 0 93 93
$ cat /design/flow/design.v
`timescale 1ns / 1ps
module link_top(input clk,rst,output done);
wire req, ack;
wire [7:0] data,last_byte;
master_fsm mas(.clk(clk),.rst(rst),.ack(ack),.req(req),.data(data),.done(done));
slave_fsm sla(.clk(clk),.rst(rst),.req(req), .data_in(data),.ack(ack),.last_byte(last_byte));
endmodule
module master_fsm(input clk,rst,ack, output req,done,output [7:0] data);
reg [2:0] state, next_state;
reg [2:0] bytes_sent;  
reg [7:0] data_reg;
parameter IDLE = 3'd0,ASSERT_REQ = 3'd1,WAIT_ACK_HI= 3'd2,DROP_REQ = 3'd3, WAIT_ACK_LO = 3'd4,NEXT_BYTE = 3'd5,DONE_ST = 3'd6; 
always @(*) begin
case (state)
IDLE:next_state = ASSERT_REQ;
ASSERT_REQ:next_state = WAIT_ACK_HI;
WAIT_ACK_HI:next_state = (ack ? DROP_REQ  : WAIT_ACK_HI);
DROP_REQ:next_state = WAIT_ACK_LO;
WAIT_ACK_LO:next_state = (!ack ? NEXT_BYTE : WAIT_ACK_LO);
NEXT_BYTE:next_state = (bytes_sent == 3'd4 ? DONE_ST : ASSERT_REQ);
DONE_ST:next_state = DONE_ST;
default:next_state = IDLE;
endcase
end
always @(posedge clk) begin
if (rst) begin
state      <= IDLE;
bytes_sent <= 3'd0;
data_reg   <= 8'hA0; 
end else begin
state <= next_state;
if (state == WAIT_ACK_LO && ack == 1'b0) begin
bytes_sent <= bytes_sent + 3'd1;
data_reg   <= data_reg + 8'h01; 
end
end
end
assign req  = (state == ASSERT_REQ) || (state == WAIT_ACK_HI);
assign done = (state == DONE_ST);
assign data = data_reg;
endmodule
module slave_fsm(input  clk,rst,req,input [7:0] data_in,output ack,output reg [7:0] last_byte);
parameter WAIT_REQ = 2'd0,ACK_ASSERT = 2'd1,ACK_HOLD = 2'd2,WAIT_DROP = 2'd3;
reg [1:0] state, next_state;
reg [1:0] hold_cnt;
always @(*) begin
case (state)
WAIT_REQ:next_state = req ? ACK_ASSERT : WAIT_REQ;
ACK_ASSERT:next_state = ACK_HOLD;
ACK_HOLD:next_state = (hold_cnt == 2'd1 ? WAIT_DROP : ACK_HOLD);
WAIT_DROP:next_state = req ? WAIT_DROP : WAIT_REQ;
default:next_state = WAIT_REQ;
endcase
end
always @(posedge clk) begin
if (rst) begin
state     <= WAIT_REQ;
hold_cnt  <= 2'd0;
last_byte <= 8'd0;
end 
else begin
state <= next_state;
if (state == ACK_ASSERT) begin
last_byte <= data_in;  
hold_cnt  <= 2'd0;
end 
else if (state == ACK_HOLD) begin
hold_cnt <= hold_cnt + 2'd1;
end 
else if (state == WAIT_REQ) begin
hold_cnt <= 2'd0;
end
end
end
assign ack = (state == ACK_ASSERT) || (state == ACK_HOLD) || (state == WAIT_DROP);
endmodule
==> summary.rpt <==
=========================================================================================
Clock sinks                                                                            16
Register-to-register path setup slack                                             1540 ps
Initial cell density of the core                                                   11.88%
Via count normalized by instance count                                              3.029
Yosys cell count                                                                       62
Total clock buffers created by CTS                                                      3
Power Dens Cells                                                             613.8 nW/µm²
Maximum number of pins on one net before global-route repair                           17
Cell with the biggest individual delay on the critical path                  sky130_fd_sc_hd__clkdlybuf4s50_1
Num rows                                                                               26
Average footprint of a synthesized cell                                         9.848 µm²
Layout fillers                                                                        601
Global Route Usage Sum                                                             2.143%
Top cells by area                                                            sky130_fd_sc_hd__dfxtp_1 52%, sky130_fd_sc_hd__ha_1 6.1%, sky130_fd_sc_hd__nor2_1 5.5%
Utilization after layout                                                           14.75%
TritonCTS clock tree                                                                  yes
Number of antenna-violating nets in the routed design                                   0
PnR worst setup slack                                                             1179 ps
Run status                                                                   finished, final reports clean
Leading area contributor after synthesis                                     sky130_fd_sc_hd__dfxtp_1
Worst clock skew                                                                0.5105 ps
Leftover overflow at the end of global routing                                          0
IO Port Bufs                                                                            2
Number of antenna diodes                                                                0
Largest stage delay, worst path                                                    490 ps
Drt initial violations                                                                 22
Library cells used by synthesis                                                        21
Max-cap violations                                                                      0
Number of register bits inferred by synthesis                                          16
Startpoint type of the worst setup path                                              flop
Static Leakage                                                                  0.2517 nW
Setup Fix Bufs, Post-CTS                                                                0
Global-route wire length before repair                                            1662 µm
Worst hold-check slack                                                           459.2 ps
Unrepaired setup endpoints after global routing                                     false
Period Utilization, post-route                                                     57.90%
Final critical delay including setup and external delays                          1621 ps
Final weighted congestion of routability-driven global placement                   0.7504
Number of warning messages in the logs                                                 26
Chip area                                                                        8649 µm²
Remaining design rule violation count                                                   0
Total number of yosys warnings                                                          2
Worst Path Required                                                               2240 ps
Largest fanout on the critical path                                                     2
Pin slew with the least headroom to its limit                                    534.2 ps
Most used flip-flop cell                                                     sky130_fd_sc_hd__dfxtp_1
Placeable core region                                                            5140 µm²
Chain of cells forming the critical path                                     clkdlybuf4s50_1
Skew-Pair Late Insertion Delay                                                     240 ps
CTS root buffer                                                              sky130_fd_sc_hd__clkbuf_8
Area Overhead vs Synth                                                             24.18%
Timing-limited maximum frequency                                                616.8 MHz
Most common library cells after synthesis                                    16 x sky130_fd_sc_hd__dfxtp_1, 9 x sky130_fd_sc_hd__nor2_1, 6 x sky130_fd_sc_hd__a21oi_1
WL per Instance                                                                  6.640 µm
Number of placed I/O pins                                                               3
Instance tally after logic synthesis                                                   62
Total cell area reported by yosys after synthesis                               610.6 µm²
Count of instances resized after the clock tree is built                                0
Worst slack at placement                                                          1160 ps
Wire length reported by the detailed router                                        903 µm
Peak supply drop                                                                0.1533 mV
Deepest clock path buffer count                                                         2
Number of antenna violations at the first check in global routing                       0
Top cell family by delay on the critical path                                buffers and inverters
Share of cells above drive strength 1                                              10.61%
Reg area                                                                        320.3 µm²
Hold_buf cts                                                                            0
Area used by multi-input combinational logic                                    256.5 µm²
Width of the die                                                                    93 µm
Vias in the first global route                                                        412
Dominant cell by count in the synthesized netlist                            sky130_fd_sc_hd__dfxtp_1
Proportion of register bits with asynchronous set or reset after synthesis             0%
Hold WC Path Type                                                              reg -> reg
Hold violation total from the final report                                              0
Syn Std Cell Area                                                               610.6 µm²
Fin. max-slew vios                                                                      0
CP Data Arrival Time                                                              1060 ps
Clock Pin Slew Worst Setup and Hold Paths                                           60 ps
H-tree levels                                                                           1
Share of synthesized area occupied by flip-flops and latches                       52.46%
Via count                                                                             412
Total negative slack for setup checks                                                0 ps
Die Ht                                                                              93 µm
Max transition margin                                                              64.27%
Setup Viol. Count Final                                                                 0
EDFF count, synth                                                                       0
Buffers and inverters on the worst path                                                 1
Critical Path End Type                                                       primary output
WS Path Type                                                                   reg -> out
Detailed-routing iteration count for the pre-antenna-repair pass                        2
Area share of the largest cell type after synthesis                                52.46%
DPL Wire Length                                                                  642.1 µm
=========================================================================================
==> final cells by class <==
type,instances,share of cell area [%]
sequential,16,42.24
multi-input combinational,39,33.83
tap,70,11.55
clock buffer,4,7.261
timing repair buffer,2,2.640
inverter,5,2.475
==> cells by family after synthesis <==
logic type               count (synthesis)  synth area share [%]
AND/OR/NAND/NOR                         22                 20.49
flip-flops                              16                 52.46
AND-OR/OR-AND                           11                 10.66
buffers and inverters                    7                 5.532
adder cells (fa/ha/maj)                  3                 6.148
multiplexers                             2                 3.279
XOR/XNOR                                 1                 1.435
==> worst paths after layout <==
check | start | endpoint | cells after the start
min reg2reg | mas.state[6] | mas.state[1] | 2
max reg2reg | sla.state[1] | mas.bytes_sent[1] | 3
max | mas.state[3] | done | 1
min | mas.state[6] | mas.state[1] | 2
==> where the power goes <==
| part | total [W] | leakage [nW] | switching, W | internal [W] |
|---|---|---|---|---|
| logic | 0.0000209 | 0.0924 | 0.0000107 | 0.0000102 |
| clock network | 0.000200 | 0.0288 | 0.0000752 | 0.000124 |
| registers | 0.000245 | 0.131 | 0.00000911 | 0.000236 |
| total | 0.000465 | 0.252 | 0.0000950 | 0.000370 |
==> cells in the final DEF, fill, tap and decap left out <==
| cell | n |
|---|---|
| sky130_fd_sc_hd__nor4b_4 | 1 |
| sky130_fd_sc_hd__or3_1 | 1 |
| sky130_fd_sc_hd__ha_1 | 3 |
| sky130_fd_sc_hd__o31a_2 | 1 |
| sky130_fd_sc_hd__nor3_1 | 3 |
| sky130_fd_sc_hd__nor2_1 | 9 |
| sky130_fd_sc_hd__o21ai_0 | 2 |
| sky130_fd_sc_hd__a21o_2 | 1 |
| sky130_fd_sc_hd__clkbuf_8 | 4 |
| sky130_fd_sc_hd__nand3_1 | 1 |
| sky130_fd_sc_hd__xnor2_1 | 1 |
| sky130_fd_sc_hd__nor3b_1 | 2 |
| sky130_fd_sc_hd__dfxtp_1 | 16 |
| sky130_fd_sc_hd__inv_1 | 5 |
| sky130_fd_sc_hd__a21oi_1 | 6 |
| sky130_fd_sc_hd__nand2_1 | 2 |
| sky130_fd_sc_hd__mux2i_1 | 2 |
| sky130_fd_sc_hd__nor2b_1 | 1 |
| sky130_fd_sc_hd__a31oi_1 | 1 |
| sky130_fd_sc_hd__nand2b_1 | 2 |
| sky130_fd_sc_hd__clkdlybuf4s50_1 | 2 |
==> sequential cells by signal, summed over array words and instances, names as in the netlist <==
name,flops
mas.bytes_sent,3
mas.state,7
sla.hold_cnt,2
sla.state,4
==> per-layer routing <==
layer  GRT usage, %  up-vias  share of wire (%)
met1          2.908      192                 56
li1               -      215                  -
met3         0.3231        2               0.78
met4         0.8997        0                3.0
met2          3.329        3                 40
met5              0        -                  0
==> per-stage QoR <==
step | instance area, µm² | cells | total power [W]
after detailed placement | 703.2 | 132 | 0.0002706
final | 758.2 | 136 | 0.0004654
after floorplan | 610.6 | 62 | 0.0002661
after global routing | 758.2 | 136 | 0.0004818
after CTS | 758.2 | 136 | 0.0004670
after global placement | 703.2 | 132 | 0.0002699
Power figures rest on the tool's default switching activity, not on a simulated workload.
