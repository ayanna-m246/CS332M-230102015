File: flow/design.v
module alu(
    input  logic [31:0] a, b,
    input  logic [3:0] alucontrol,
    output logic [31:0] result,
    output logic zero
);
    always_comb begin
        case (alucontrol)
            4'b0000: result = a + b;    
            4'b0001: result = a - b;    
            4'b0010: result = a & b;    
            4'b0011: result = a | b;    
            4'b0100: result = a ^ b;    
            4'b0101: result = a << b[4:0];  
            4'b0110: result = a >> b[4:0];  
            4'b0111: result = ($signed(a) < $signed(b)) ? a : b;  
            4'b1000: result = (a < b) ? b : a;  
            default: result = 32'b0;
        endcase
        zero = (result == 0);
    end
endmodule
module datapath(
    input  logic clk, reset,
    input  logic memtoregD, memwriteD, branchD, alusrcD, regwriteD, jumpD,
    input  logic [3:0] alucontrolD,
    input  logic [31:0] instr, readdataM,
    output logic memwriteM,
    output logic [31:0] aluoutM, writedataM, pcF
);
    logic [31:0] pcnext, pcplus4;
    logic [31:0] instrD;
    assign pcplus4 = pcF + 4;
    always_ff @(posedge clk or posedge reset)
        if (reset) pcF <= 0;
        else pcF <= pcnext;
    always_ff @(posedge clk) instrD <= instr;
    logic [31:0] rd1D, rd2D, immD;
    logic [4:0] rs1D, rs2D, rdD;
    assign rs1D = instrD[19:15];
    assign rs2D = instrD[24:20];
    assign rdD  = instrD[11:7];
    regfile rf (.clk(clk), .we3(regwriteD),
                .a1(rs1D), .a2(rs2D), .a3(rdD),
                .wd3(32'b0),  
                .rd1(rd1D), .rd2(rd2D));
    assign immD = {{20{instrD[31]}}, instrD[31:20]};  
    logic [31:0] srcA, srcB, aluoutE;
    logic zero;
    assign srcA = rd1D;
    assign srcB = (alusrcD) ? immD : rd2D;
    alu alu_inst (.a(srcA), .b(srcB), .alucontrol(alucontrolD), .result(aluoutE), .zero(zero));
    assign aluoutM = aluoutE;
    assign writedataM = rd2D;
    assign memwriteM = memwriteD;
    assign pcnext = pcplus4;  
endmodule
module regfile(
    input  logic clk, we3,
    input  logic [4:0] a1, a2, a3,
    input  logic [31:0] wd3,
    output logic [31:0] rd1, rd2
);
    logic [31:0] rf [31:0];
    assign rd1 = (a1 != 0) ? rf[a1] : 0;
    assign rd2 = (a2 != 0) ? rf[a2] : 0;
    always_ff @(posedge clk)
        if (we3 && a3 != 0)
            rf[a3] <= wd3;
endmodule
File: flow/run.sh
#!/bin/bash
# OpenROAD 26Q1-2900-gdf79404cd8, Yosys 0.63+post, stock flow scripts
make -C /OpenROAD-flow-scripts/flow DESIGN_CONFIG=/design/flow/config.mk WORK_HOME=/design/flow/orfs finish
File: flow/config.mk
export PLATFORM = sky130hd
export DESIGN_NAME = datapath
export DESIGN_NICKNAME = datapath
export VERILOG_FILES = /design/flow/design.v
export SDC_FILE = /design/flow/constraint.sdc
export NUM_CORES = 4
export LEC_CHECK = 1
export CORE_AREA = 10 10 116 116
export DIE_AREA = 0 0 126 126
File: flow/constraint.sdc
current_design datapath

set clk_period 4.2
set clk_io_pct 0.2

create_clock -name clk0 -period $clk_period [get_ports {clk}]

set non_clock_inputs [all_inputs -no_clocks]
set_input_delay [expr $clk_period * $clk_io_pct] -clock clk0 $non_clock_inputs
set_output_delay [expr $clk_period * $clk_io_pct] -clock clk0 [all_outputs]
==> results_slide.txt <==
Implementation Results

Run status
  – Status: completed

Synth
  – Synth Warn #: 3
  – Post-synth EDFFs: 0
  – Seq share, synth: 0.379
  – Yosys cell count: between 200 and 300
  – Yosys stat chip area: approximately 2600 µm²
  – FFs w/ async S/R, synth: 0.714
  – Simple-Gate Area Share: 0.240
  – Mux share: 0.00382
  – Cells after synthesis: 285
  – Adder Share, Synth: 0.0430
  – XORs/XNORs by Area: 0.0937
  – Syn avg cell area: between 9 and 10 µm²
  – Largest logic family: simple AND/OR/NAND/NOR gates
  – AO/OA Area Share: 0.111
  – Distinct lib cells used: about 45
  – Commonest flop: dfrtp_1
  – Post-synthesis register bit count: 42
  – Cell Area, Synth: approximately 2600 µm²

Final layout
  – Final instance area: 3740 µm²
  – FILL cells: between 1k and 1.5k
  – Post-Layout Cell Count: around 530
  – Layout cells sized above 1: 0.122
  – Area Overhead vs Synth: 43.0%
  – Final Core Density: 0.342

Placed design
  – Post-Place Cells: between 500 and 600
  – RD Place Congestion: roughly 0.85
  – Post-Place Worst Slack: -0.276 ns
  – DP HPWL: a little under 6 mm
  – Dpl cell area: between 3000 and 4000 µm²
  – Port bufs: 80

Critical path
  – Crit. Startpoint: alusrcD
  – Crit path launch type: primary input
  – Arrival time at the worst endpoint: 3.18 ns
  – Critical path's slowest cell: clkdlybuf4s50_1
  – Worst-path maximum fanout: 6
  – R2r startpoint: pcF[2]$_DFF_PP0_
  – Most frequent CP cell: buf_4
  – Crit-path max cell delay: 0.50 ns
  – Worst Path Required: 3.36 ns
  – Crit Path Class: primary input to output port
  – CP cell instances: dlygate4sd2_1 -> buf_4 -> o31ai_1 -> nand2_2 -> a21oi_4 -> nand2_1 -> ha_1 -> a211oi_1 -> buf_4 -> nor2_1 -> buf_4 -> a31oi_1 -> clkdlybuf4s50_1
  – Worst Setup End Kind: output port
  – Delay-heaviest family, CP: buffers and inverters
  – Buf/Inv on CP: 5

Die
  – Floorplan core density: 0.239
  – Chip height: ~130 µm
  – Die area: 15900 µm²
  – Floorplan row count: 38
  – I/O pins: ~170
  – Die Width: ~130 µm
  – Core ar.: between 10000 and 15000 µm²

Clock network
  – Hold_buf cts: 0
  – H-tree lvl count: 2
  – Clock latency (worst-skew pair): 0.28 ns
  – CTS tree: yes
  – Clock sinks: 42
  – Root cell of the clock tree: clkbuf_16
  – Clk slew on worst S/H paths: approximately 0.060 ns
  – Total CTS buffers: 5
  – Clock Path Buffers: 2

Run
  – Tool warnings: a little over 80
  – Max_cap viols: 0

Power and ir drop
  – Peak VDD IR: between 0.15 and 0.2 mV
  – Pleak: between 1.5 and 2 nW
  – Sw Ratio: 0.236
  – P_int: between 0.7 and 0.8 mW
  – P per Cell Area: ~250 nW/µm²
  – Clock power share: 0.410
  – Power, Total: 0.918 mW
  – Register share of total power: 0.453
  – Combinational power share: 0.137
  – Psw: between 0.2 and 0.25 mW

GRT
  – Congestion Overflow GR: 0
  – First-pass GRT wire length: approximately 12 mm
  – Pin count of the biggest net entering global routing: 31
  – Number of global-route vias before repair: about 2.2k
  – Initial antenna violation count: 0
  – Global Route Usage Sum: 0.0889

Route
  – Drt total wl: roughly 7.4 mm
  – DR vias: approximately 2.3k
  – Number of diodes: 0
  – Avg WL per Cell: between 10 and 15 µm
  – Vias/cell: between 4 and 5
  – Post-DRT Antenna Nets: 0
  – Drt pass-1 iters: 4
  – Initial drt markers: around 220
  – Drt drc: 0

Timing
  – Period utilization: 0.957
  – Final-report hold violation count: 0
  – Clock skew after layout: approximately 0.0031 ns
  – Fmax: ~250 MHz
  – Worst-Margin Slew: 0.615 ns
  – Min Clock Period, post-route: between 4 and 5 ns
  – Rel. slew slack: 0.586
  – Final setup vio count: 0
  – Hold slack final: 0.474 ns
  – RSZ-0062 raised after global routing: no
  – Max-slew violations: 0
  – Final worst setup slack: about 0.18 ns
  – Total negative slack: 0 ns

Worst hold path
  – Hold WC Path Type: flop to flop
  – HP Start: pcF[31]$_DFF_PP0_
## power groups by stage
| stage | combinational [mW] | clock (mW) | sequential (mW) |
|---|---|---|---|
| CTS | 0.126 | 0.393 | 0.415 |
| global route | 0.143 | 0.413 | 0.416 |
| finish | 0.126 | 0.376 | 0.416 |
## per-layer routing
| metal | global-route usage | wire length [µm] | vias to the layer above |
|---|---|---|---|
| li1 | - | - | 1137 |
| met1 | 0.124 | 3400 | 1067 |
| met2 | 0.139 | 3390 | 111 |
| met3 | 0.0264 | 596 | 6 |
| met4 | 0.00871 | 56 | 0 |
| met5 | 0 | 0 | - |
## cells in the mapped netlist, types with 2 or more instances
cell type,instances,area (µm²)
xnor2_1,23,201
ha_1,9,113
or2_2,2,12.5
buf_6,2,22.5
or3_1,2,12.5
and4_1,5,43.8
or4b_4,2,27.5
inv_1,7,26.3
a211oi_1,3,22.5
o21ai_0,23,115
nor4_4,2,42.5
clkbuf_1,5,18.8
nor3b_1,3,22.5
and3_1,3,18.8
nand3_1,12,60.1
buf_4,35,263
nand3b_1,2,15.0
dfxtp_1,12,240
a21oi_1,4,20.0
a21oi_2,2,17.5
nand2_1,34,128
a311oi_1,3,26.3
nand4_1,11,68.8
nor2_1,13,48.8
a31oi_1,5,31.3
nor3_1,6,30.0
dfrtp_1,30,751
o31ai_1,2,15.0
and2_1,3,18.8
xor2_1,5,43.8
## cell type report
| type | count | area (µm²) | share of cell area |
|---|---|---|---|
| multi-input combinational | 226 | 1440 | 0.384 |
| sequential | 42 | 991 | 0.265 |
| timing repair buffer | 103 | 971 | 0.259 |
| tap | 140 | 175 | 0.0468 |
| clock buffer | 6 | 129 | 0.0344 |
| inverter | 7 | 26.3 | 0.00702 |
| clock inverter | 2 | 13.8 | 0.00368 |
## flip-flops by register name, summed over array words and instances, names as in the netlist
signal  cells
pcF        30
instrD     12
## cells by family after synthesis
| group | Yosys count |
|---|---|
| compound gates | 47 |
| xor+xnor | 28 |
| fa+ha+maj | 9 |
| buf+inv | 50 |
| flops | 42 |
| mux | 1 |
| other cells | 1 |
| simple gates | 107 |
## worst reg2reg max path, stage by stage (launching register included)
cell	delay [ns]
dfrtp_1	0.40
ha_1	0.23
and4_1	0.28
nor3b_2	0.52
nand4_1	0.19
xnor2_1	0.16
## repair_timing
action	4_1_cts	5_1_grt
pin swaps	4	1
gates cloned	0	0
setup buffers	0	2
setup endpoints to repair	11	6
resized	7	5
## cells in the final DEF (no fill, tap or decap), types with 2 or more instances in the layout
cell	Yosys	layout
a211oi_1	3	3
a21oi_1	4	3
a21oi_2	2	2
a311oi_1	3	3
a31oi_1	5	5
and2_1	3	3
and3_1	3	3
and4_1	5	5
buf_4	35	23
clkbuf_16	0	5
clkdlybuf4s50_1	0	75
conb_1	1	34
dfrtp_1	30	30
dfxtp_1	12	12
dlygate4sd2_1	0	4
ha_1	9	8
inv_1	7	7
nand2_1	34	33
nand3_1	12	12
nand3b_1	2	2
nand4_1	11	11
nor2_1	13	13
nor3_1	6	6
nor3b_1	3	2
nor3b_2	1	2
nor4_4	2	2
o21ai_0	23	21
o21ai_1	0	2
o31ai_1	2	2
or2_2	2	2
or3_1	2	2
or4b_4	2	2
xnor2_1	23	23
xor2_1	5	5
## final timing paths
| kind | end | slack, ns | cells past startpoint |
|---|---|---|---|
| min in group asynchronous | pcF[2]$_DFF_PP0_ | 0.92 | 3 |
| worst min-delay path | pcF[31]$_DFF_PP0_ | 0.47 | 1 |
| worst max register to register | pcF[26]$_DFF_PP0_ | 2.32 | 5 |
| max in group asynchronous | pcF[11]$_DFF_PP0_ | 3.00 | 3 |
| worst max-delay path | aluoutM[6] | 0.18 | 13 |
| worst min register to register | pcF[31]$_DFF_PP0_ | 0.47 | 1 |
Power and IR drop assume default switching activity.
